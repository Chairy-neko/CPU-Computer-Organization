## /design/flow/design.v

```verilog
`timescale 1ns / 1ps
module ALU(input [31:0]A, B, 
				input[2:0] ALU_operation, 
				output[31:0] res, 
				output zero, overflow
    );
	 wire [31:0] res_and,res_or,res_add,res_sub,res_nor,res_slt,res_xor,res_srl,shamt;
	 reg [31:0] r;
	 parameter one = 32'h00000001, zero_0 = 32'h00000000;
	 assign shamt = (B >> 6) & 32'h0000001F;
	 assign res_and = A & B;
	 assign res_or = A | B;
	 assign res_add = A + B;
	 assign res_sub = A - B;
	 assign res_nor = ~(A | B);
	 assign res_xor = A ^ B;
	 assign res_srl = A >> shamt | A << (32'h00000020 - shamt);
	 assign res_slt =(A < B) ? one : zero_0;
	 assign res = r;
	 always @(*)
		 case (ALU_operation)
			3'b000: r = res_and;	
			3'b001: r = res_or;	
			3'b010: r = res_add;
			3'b011: r = res_xor;
			3'b100: r = res_nor;
			3'b101: r = res_srl;
			3'b110: r = res_sub;	
			3'b111: r = res_slt;
			default: r = 32'hx;
		 endcase
	 assign zero = (r == 0)? 1'b1: 1'b0;
endmodule
```

## /design/flow/run.sh

```bash
#!/bin/bash
# OpenROAD 26Q1-2900-gdf79404cd8, Yosys 0.63+post, stock flow scripts
make -C /OpenROAD-flow-scripts/flow DESIGN_CONFIG=/design/flow/config.mk WORK_HOME=/design/flow/orfs finish
```

## /design/flow/config.mk

```make
export PLATFORM = sky130hd
export DESIGN_NAME = ALU
export DESIGN_NICKNAME = ALU
export VERILOG_FILES = /design/flow/design.v
export SDC_FILE = /design/flow/constraint.sdc
export NUM_CORES = 4
export LEC_CHECK = 1
export CORE_UTILIZATION = 40
```

## /design/flow/constraint.sdc

```tcl
current_design ALU

set clk_period 19.6
set clk_io_pct 0.2

create_clock -name clk0 -period $clk_period

set non_clock_inputs [all_inputs -no_clocks]
set_input_delay [expr $clk_period * $clk_io_pct] -clock clk0 $non_clock_inputs
set_output_delay [expr $clk_period * $clk_io_pct] -clock clk0 [all_outputs]
```

==> results_slide.txt <==
Run Summary

Status
  – Outcome: complete, no violations

GRT
  – Initial antenna violation count: 3
  – Vias in the first global route: approximately 11000
  – Total track usage: 41.4%
  – Largest net degree at the start of global routing: ~57
  – Congestion Overflow GR: 0
  – First-pass GRT wire length: 77600 um

Final timing
  – Slew HR: 40.3%
  – Fmax: 0.0734 GHz
  – RSZ-0062 raised after global routing: false
  – Final setup vio count: 0
  – WHS: 8940 ps
  – Slew Limit Fails: 0
  – Final Hold Fails: 0
  – Crit share post-route: a little over two thirds
  – Worst slew pin tran: 892 ps
  – Final min period: 13620 ps
  – Setup TNS: 0 ps

Worst setup path
  – Worst EP arrival: between 9000 and 10000 ps
  – CP Data Required Time: 15680 ps
  – Critical path's largest stage delay: between 700 and 800 ps
  – Cell at the slowest stage of the critical path: ha_1
  – CP Cell Sequence: buf_2, inv_1, ha_1, nor2_1, a2111oi_2, o221ai_1, a21oi_1, xnor2_1, a221o_1, or4_1, or4_1, nor4b_2, nand3_1, nor4_2, clkdlybuf4s50_1
  – CP max FO: 24
  – CP Capture Type: primary output
  – Most common cell on crit path: or4_1
  – Crit path kind: primary input to primary output
  – Startpoint types: primary input

Finish
  – Seq cells: 0
  – Register area: 0 um2
  – P&R area growth vs syn: 12.2%
  – Layout cell share with drive strength beyond 1: a little under an eighth
  – Fill cell count: 2563
  – # clk buffers: 0

Pwr
  – Pwr/cell area: roughly 34 nW/um2
  – Pwr Total: 0.000389 W
  – VDD IR-drop max: 0.0212 mV
  – Sw Ratio: 60.7%
  – Leakage: 4.60 nW
  – Sw power: approximately 0.00024 W
  – Int Pwr: 0.000153 W

Clocking
  – Hold Buf Count CTS: 0
  – Post-CTS Resized: 0
  – Post-CTS setup buffer count: 0

Job
  – Count of tool warnings: roughly 100
  – Max cap viols: 0

Synthesis
  – Synth warn: 2
  – Avg Cell Area, Syn: 7.23 um2
  – Post-synthesis sequential area ratio: 0%
  – Post-Synthesis Cells: 1399
  – YS chip area: slightly above 10000 um2
  – Ys cells: 1399
  – Synth cell types: between 80 and 90
  – Netlist Area Pre-Place: 10100 um2

Detailed routing
  – DRT antenna net count: 0
  – Drt wl/cell: 30.1 um
  – DRC violations left: 0
  – Final Routed Wirelength: ~53000 um
  – DR pass1 iterations: 8
  – Routed via count: 12100
  – DR vias/cell: 6.88
  – Initial DRC Count: 1302

Floorplanning
  – Core region area: between 20000 and 25000 um2
  – Die Width: roughly 160 um
  – Row cnt: roughly 57
  – # IOs: 101
  – Full die area: 25900 um2
  – FP Util: 41.2%
  – Die extent in y: 161 um

Place
  – IO buf count: approximately 100
  – Final HPWL DP: 41100 um
  – Gpl congestion: ~1.1

Worst hold path
  – Hold WC Path Type: primary input to primary output
-- synth_stat cells, drive strengths merged, types with 8 or more instances --
cell	n	area, um2
nor3	28	140
nand3	29	145
xnor2	22	193
buf	41	231
o31ai	14	110
a22oi	10	75.1
mux2i	80	805
nor4	19	125
nor2	106	398
a21o	18	135
a211oi	30	230
a221oi	12	105
o21bai	8	60.1
o211ai	26	195
o22ai	24	150
a21oi	105	526
clkbuf	76	285
o21ai	65	325
or4	10	78.8
nor2b	16	100
o221ai	10	87.6
a221o	10	100
nand2	143	539
nand2b	18	113
mux2	27	308
o211a	9	90.1
and2	10	65.1
o21a	11	82.6
or3	8	50.1
a31oi	16	100
inv	95	357
mux4	58	1310
nand4	22	138
ha	100	1250
-- placed cells by master (no fill, tap or decap), types with 7 or more instances in the layout --
master,instances
mux2_2,26
or4_1,9
a221oi_1,12
nand2_1,142
o32a_1,7
nand3_1,29
nor3_1,28
a21oi_1,105
o21bai_1,8
and2_1,8
mux2i_1,79
o211a_1,9
ha_1,100
or3_1,8
a22oi_1,10
o21ai_0,64
nor2_1,106
buf_4,49
inv_1,93
xnor2_1,22
nor4_1,18
nand2b_1,18
clkdlybuf4s50_1,95
o22ai_1,24
a221o_1,10
o221ai_1,10
a21o_1,18
o21a_1,11
mux4_2,58
nor2b_1,16
nand4_1,22
a211oi_1,29
a31oi_1,16
o31ai_1,13
o211ai_1,26
-- worst paths after layout --
check,from,to,slack (ps),cells after the start
worst max-delay path,B[8],zero,5980,15
worst min-delay path,ALU_operation[0],res[1],8940,6
-- kinds of logic after synthesis --
group	share of synthesized area [%]
AOI/OAI and AO/OA	31.3
and+or+nand+nor	20.8
buffers and inverters	8.71
muxes	23.9
adders and majority gates	12.8
xor gates and xnor gates	2.50
other	0.0371
-- power groups by stage --
stage,registers (W),logic (W),clock network [W]
CTS,0,0.000378,0
global route,0,0.000412,0
-- metrics by stage --
stage	utilization [%]	cell area, um2	setup WS, ps	instances
2_1_floorplan	-	10100	7680	1399
3_3_place_gp	46.2	11300	6120	1754
3_5_place_dp	46.2	11300	6110	1754
4_1_cts	46.2	11300	6090	1754
5_1_grt	46.2	11300	5790	1754
6_report	46.2	11300	5980	1756
-- layout make-up --
type,count,area [um2],share of cell area [%]
antenna,2,5.00,0.0441
timing repair buffer,148,1340,11.8
tap,324,405,3.57
multi-input combinational,1185,9230,81.4
inverter,97,364,3.21
-- routing by layer --
layer,wire length [um],up-vias,global-route usage [%],part of all wire (%)
met1,21500,5790,56.1,41
met4,2350,2,15.4,4.5
met5,36,-,0.947,0.068
met2,23500,777,63.7,44
met3,5510,126,11.1,10
li1,-,5389,-,-
-- critical path: cells and delay by family --
family	cells	cell delay (ps)
and+or+nand+nor	6	1810
AOI/OAI and AO/OA	4	1560
buffers and inverters	3	1480
adders and majority gates	1	750
xor gates and xnor gates	1	150
Power and IR drop assume default switching activity.
