===== flow/run.sh =====
#!/bin/bash
# OpenROAD 26Q1-2900-gdf79404cd8, Yosys 0.63+post, stock flow scripts
make -C /OpenROAD-flow-scripts/flow DESIGN_CONFIG=/design/flow/config.mk WORK_HOME=/design/flow/orfs finish

===== flow/config.mk =====
export PLATFORM = sky130hd
export DESIGN_NAME = Regs
export DESIGN_NICKNAME = Regs
export VERILOG_FILES = /design/flow/design.v
export SDC_FILE = /design/flow/constraint.sdc
export NUM_CORES = 4
export LEC_CHECK = 1
export CORE_UTILIZATION = 30

===== flow/constraint.sdc =====
current_design Regs

set clk_period 10.8
set clk_io_pct 0.2

create_clock -name clk0 -period $clk_period [get_ports {clk}]

set non_clock_inputs [all_inputs -no_clocks]
set_input_delay [expr $clk_period * $clk_io_pct] -clock clk0 $non_clock_inputs
set_output_delay [expr $clk_period * $clk_io_pct] -clock clk0 [all_outputs]

===== flow/design.v =====
`timescale 1ns / 1ps
module Regs(input clk, rst, L_S, 
		      input [4:0]R_addr_A, R_addr_B, Wt_addr, 
		      input [31:0]wt_data,
		      output [31:0]rdata_A,  rdata_B
	);
	reg [31:0] register [1:31]; 		 
   integer i;
	assign rdata_A = (R_addr_A == 0) ? 0 : register[R_addr_A];	    
	assign rdata_B = (R_addr_B == 0) ? 0 : register[R_addr_B];   	 
	always @(posedge clk or posedge rst) begin
		if (rst==1)  for (i=1; i<32; i=i+1)  register[i] <= 0; 		 
		else if ((Wt_addr != 0) && (L_S == 1)) 
		register[Wt_addr] <= wt_data;      			 
	end
endmodule

==> flow_metrics.env <==
# physical design summary
export IMPL_outcome="complete, no violations"
export IMPL_ir_drop_uv=141
export IMPL_wire_per_inst_um=39.1
export IMPL_die_x_um=408
export IMPL_p_seq_share_pct=49.7
export IMPL_regMostFlops="register"
export IMPL_slowest_delay_ns=0.79
export IMPL_critical_path_slowest_cell="nor2_4"
export IMPL_switchingPower_uw=3050
export IMPL_postSynthCellCount=4196
export IMPL_leakagePower_uw=0.0243
export IMPL_rsz0062_at_grt="false"
export IMPL_syn_area_per_cell_sq_um=11.8
export IMPL_p_clk_share_pct=36.3
export IMPL_critical_path_max_fanout=31
export IMPL_top_area_share_pct=50.2
export IMPL_cts_max_level=3
export IMPL_synth_chip_area_sq_um=49500
export IMPL_io_pin_count=114
export IMPL_clk_pin_slew_worst_paths_ns=0.06
export IMPL_setup_viol=0
export IMPL_gp_congestion=1.06
export IMPL_fin_area_sq_um=57200
export IMPL_slew_headroom_pct=24.4
export IMPL_synth_top_cell_by_area="dfrtp_1"
export IMPL_tightest_slew_ns=1.13
export IMPL_placed_cells=6282
export IMPL_drt_total_wl_um=254000
export IMPL_reg_top3="register: 992 flops"
export IMPL_portBuffers=113
export IMPL_critPathCaptureType="primary output"
export IMPL_startpoint_type="input port"
export IMPL_path_class="in -> out"
export IMPL_synth_seq_share_pct=50.2
export IMPL_worstPathArrival_ns=7.06
export IMPL_ant_nets=0
export IMPL_ys_flop_type="dfrtp_1"
export IMPL_r2r_slack_ns=9.73
export IMPL_tritoncts="built"
export IMPL_finalCriticalPeriod_ns=9.22
export IMPL_internal_power_uw=7380
export IMPL_edf_count=0
export IMPL_min_path_cells=1
export IMPL_maxCapViolCount=0
export IMPL_grt_overflow=0
export IMPL_first_iter_violations=5708
export IMPL_core_area_sq_um=163000
export IMPL_vias=42756
export IMPL_p_per_area_nw_per_um2=182
export IMPL_finalMaxSlewViolations=0
export IMPL_firstDrtPassIters=13
export IMPL_cp_required_ns=8.64
export IMPL_fp_dieH_um=408
export IMPL_grt_pass1_wl_um=349000
export IMPL_switching_share_pct=29.2
export IMPL_async_flop_share_pct=100
export IMPL_drive_above_1_share_pct=34.5
export IMPL_clk_insertion_delay_late_ns=0.76
export IMPL_initCoreUtil_pct=30.3
export IMPL_synth_area_top_cells="dfrtp_1, mux2_2, a22oi_1"
export IMPL_largest_reg_flops=992
export IMPL_yosys_warnings=2
export IMPL_cts_setup_buffers=0
export IMPL_hold_viol=0
export IMPL_hold_end="register[14][20]"
export IMPL_dp_slack_ns=2.02
export IMPL_cts_hold_buf=0
export IMPL_numCtsBuffers=107
export IMPL_syn_to_final_growth_pct=15.6
export IMPL_cpMostUsedCell="buf_4"
export IMPL_combPwrFrac_pct=14.1
export IMPL_min_from="register[14][20]"
export IMPL_placed_cell_area_sq_um=53600
export IMPL_synth_flops=992
export IMPL_cts_root_buffer="clkbuf_16"
export IMPL_ctsResizeCount=0
export IMPL_r2r_cells=1
export IMPL_regToRegEndpoint="register[24][21]"
export IMPL_clk_path_buf_depth=3
export IMPL_grt_util_all_layers_pct=31.0
export IMPL_dp_hpwl_um=153000
export IMPL_hold_class="reg -> reg"
export IMPL_ys_types=63
export IMPL_fin_ws_ns=1.58
export IMPL_syn_cell_area_sq_um=49500
export IMPL_grt_pass1_vias=42446
export IMPL_crit_chain="buf_4, buf_4, or3b_1, nor2_4, buf_4, a22oi_1, o21ai_0, nor4_1, a21oi_1, clkdlybuf4s50_1"
export IMPL_skew_ns=0
export IMPL_drc=0
export IMPL_cts_sinks=992
export IMPL_avgViaCountPerCell=6.60
export IMPL_fmax_mhz=108
export IMPL_finalCritPeriodShare_pct=85.4
export IMPL_rows=148
export IMPL_ys_cells=4196
export IMPL_antenna_found_initial=12
export IMPL_die_area_sq_um=167000
export IMPL_warnings=34
export IMPL_fill_cells=15698
export IMPL_grt_max_degree=113
export IMPL_final_cells=6483
export IMPL_r2r_start="register[24][21]"
==> cells in the mapped netlist, drive strengths merged (23+ instances only) <==
| cell | count |
|---|---|
| nand4 | 100 |
| a22oi | 788 |
| clkbuf | 175 |
| nor2 | 133 |
| nand3 | 63 |
| nor3 | 72 |
| buf | 248 |
| dfrtp | 992 |
| mux2 | 997 |
| a21oi | 165 |
| a31oi | 23 |
| a222oi | 45 |
| nand2 | 197 |
==> cell families after synthesis <==
group           synth area share (%)
compound gates                  16.2
mux                             22.9
simple gates                    6.71
flops                           50.2
buf+inv                         4.01
==> worst max-delay path by stage <==
| stage | start | end | slack, ns |
|---|---|---|---|
| 6_report | R_addr_B[0] | rdata_B[29] | 1.58 |
| 5_1_grt | R_addr_A[1] | rdata_A[15] | 1.82 |
| 4_1_cts | R_addr_B[0] | rdata_B[29] | 2.02 |
==> critical path, delay by kind of cell <==
family | cells | cell delay, ns
and+or+nand+nor | 3 | 1.52
buffers and inverters | 4 | 2.15
AOI/OAI and AO/OA | 3 | 1.14
==> layout by cell type, fill, tap and decap left out, types with 23 or more instances in the layout <==
cell             instances
mux2_2                 988
a222oi_1                45
buf_4                  215
a21oi_1                165
clkbuf_16              109
nor3_1                  68
clkdlybuf4s50_1        110
nor2_1                  65
a31oi_1                 23
nor2_4                  67
nand2_1                187
dfrtp_1                992
a22oi_1                788
nand3_1                 63
nand4_1                100
==> cell type report <==
cell class                      instances  area, sq um  area share (%)
Clock buffer                          151         3100            5.41
Sequential cell                       992        24800            43.4
Inverter                                7         30.0          0.0525
Multi-Input combinational cell       2774        23200            40.5
Antenna cell                           11         27.5          0.0481
Timing Repair Buffer                  334         2880            5.03
Tap cell                             2175         2720            4.76
Clock inverter                         39          442           0.772
==> per-layer routing <==
| layer | global-route usage [%] | vias up | share of wire [%] |
|---|---|---|---|
| li1 | - | 16159 | - |
| met1 | 38.1 | 21428 | 35 |
| met2 | 40.7 | 3838 | 39 |
| met3 | 20.0 | 1301 | 17 |
| met4 | 17.9 | 30 | 8.2 |
| met5 | 1.35 | - | 0.16 |
==> stage by stage <==
stage | utilization, % | power [uW] | hold WS [ns] | setup TNS (ns)
detailed placement | 32.9 | 6640 | 0.505 | 0
floorplan | - | 5870 | 0.480 | -4986.12
global placement | 32.9 | 6610 | 0.498 | 0
finish | 35.1 | 10400 | 0.518 | 0
CTS | 35.1 | 10400 | 0.519 | 0
global route | 35.1 | 10800 | 0.539 | 0
==> power groups by stage <==
stage / Sequential (uW) / Clock, uW / Combinational, uW
after CTS: 5140 / 3800 / 1450
after global routing: 5240 / 3950 / 1570
final: 5180 / 3780 / 1470
Power figures rest on the tool's default switching activity, not on a simulated workload.
